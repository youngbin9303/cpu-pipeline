==> flow/design.v <==
package rv32i_types;
typedef enum bit [6:0] {
    op_lui   = 7'b0110111,  
    op_auipc = 7'b0010111,  
    op_jal   = 7'b1101111,  
    op_jalr  = 7'b1100111,  
    op_br    = 7'b1100011,  
    op_load  = 7'b0000011,  
    op_store = 7'b0100011,  
    op_imm   = 7'b0010011,  
    op_reg   = 7'b0110011,  
    op_csr   = 7'b1110011   
} rv32i_opcode;
typedef enum bit [2:0] {
    beq  = 3'b000,
    bne  = 3'b001,
    blt  = 3'b100,
    bge  = 3'b101,
    bltu = 3'b110,
    bgeu = 3'b111
} branch_funct3_t;
typedef enum bit [2:0] {
    lb  = 3'b000,
    lh  = 3'b001,
    lw  = 3'b010,
    lbu = 3'b100,
    lhu = 3'b101
} load_funct3_t;
typedef enum bit [2:0] {
    sb = 3'b000,
    sh = 3'b001,
    sw = 3'b010
} store_funct3_t;
typedef enum bit [2:0] {
    alu_add = 3'b000,
    alu_sll = 3'b001,
    alu_sra = 3'b010,
    alu_sub = 3'b011,
    alu_xor = 3'b100,
    alu_srl = 3'b101,
    alu_or  = 3'b110,
    alu_and = 3'b111
} alu_ops;
typedef struct packed {
	rv32i_opcode opcode;
	logic load_regfile;
	logic alu_input1_mux_sel;
	logic cmp_mux_sel;
	branch_funct3_t cmpop;
	load_funct3_t ldr_op;
	store_funct3_t str_op;
	logic [2:0] alu_input2_mux_sel;
	logic [1:0] regfile_mux_sel;
	logic d_cache_read;
	logic d_cache_write;
	logic jump;
	logic branch;
	alu_ops aluop;
	logic mem_read;
	logic mem_write;
} rv32i_control_word;
typedef logic [31:0] rv32i_word;
typedef logic [4:0] rv32i_reg;
typedef logic [3:0] rv32i_mem_wmask;
endpackage : rv32i_types
module btb_array #(parameter width = 32)
(
    input clk,
    input write,
    input [6:0] index,
    input [width-1:0] datain,
    output logic [width-1:0] dataout
);
logic [width-1:0] data [127:0]  ;
initial
begin
    for (int i = 0; i < $size(data); i++)
    begin
        data[i] = 1'b0;
    end
end
always_ff @(posedge clk)
begin
    if (write == 1)
    begin
        data[index] = datain;
    end
end
assign dataout = data[index];
endmodule : btb_array
==> flow/run.sh <==
#!/bin/bash
# OpenROAD 26Q1-2900-gdf79404cd8, Yosys 0.63+post, stock flow scripts
make -C /OpenROAD-flow-scripts/flow DESIGN_CONFIG=/design/flow/config.mk WORK_HOME=/design/flow/orfs finish
==> flow/config.mk <==
export PLATFORM = sky130hd
export DESIGN_NAME = btb_array
export DESIGN_NICKNAME = btb_array
export VERILOG_FILES = /design/flow/design.v
export SDC_FILE = /design/flow/constraint.sdc
export NUM_CORES = 4
export LEC_CHECK = 1
export CORE_UTILIZATION = 40
==> flow/constraint.sdc <==
current_design btb_array

set clk_period 63.8
set clk_io_pct 0.2

create_clock -name clk0 -period $clk_period [get_ports {clk}]

set non_clock_inputs [all_inputs -no_clocks]
set_input_delay [expr $clk_period * $clk_io_pct] -clock clk0 $non_clock_inputs
set_output_delay [expr $clk_period * $clk_io_pct] -clock clk0 [all_outputs]
==> run summary <==
This memo summarizes the results of the implementation run.

Status
The flow ran to the end, but the final reports show violations. The checks that failed: max-capacitance violations, max-slew violations.

Pwr
The design draws 0.005756 W. In this run the VDD rail shows a maximum IR drop of 0.02454 mV. The power per standard cell area is 32.02 nW/um2. The script extracted a total leakage power of 55.19 nW.

Logic synthesis
Per the synth stats, the proportion of register bits with asynchronous set or reset is 0%. The number of warnings issued by yosys is 1. The register area share after synthesis is 78.53%. By count the netlist is led by 4096 x edfxtp_1, 847 x a221oi_1, 468 x a22oi_1, 425 x a21oi_1. Averaged over all synthesized cells, the footprint is 17.55 um2. The post-synth count of flops with an enable pin is 4096.

For reference, the top cells by area after synthesis are edfxtp_1 79%, a221oi_1 4.7%, a22oi_1 2.2%. The fraction of synthesized cell area taken by the top area cell type is 78.53%. The cell count in the Yosys report is 8922. Counting every instance in the synthesized netlist gives 8922. The most common cell in the synthesized netlist is edfxtp_1. The synthesis stat section lists a flop and latch total of 4096. Post-synth the commonest register cell is edfxtp_1.

The distinct cell type count of the synthesized netlist is 75. Post-synthesis, Yosys gives the total cell area as 156600 um2. The cell type with the largest total area is edfxtp_1. The netlist area before placement is 156600 um2.

Worst setup path
The largest single stage delay on the critical path is 1010 ps. The critical path in this run is classified as input pin to output port. The cell sequence reported for the critical path is buf_8, buf_4, buf_4, buf_4, or2_2, buf_4, o21ai_0, a221o_1, o2111a_1, nor4_2, buf_4, nand4b_1, clkdlybuf4s50_1. The endpoint kind of the worst setup timing path is an output port. Along the critical path, the tally of buffer and inverter instances is 7. On the critical path the largest part of the delay comes from buffers and inverters.

The worst setup path is launched from an input pin. The critical path's slowest stage uses the library cell nor4_2. The critical path endpoint has a required time of 51040 ps. The cell type with the highest occurrence count on the critical path is buf_4.

The critical path startpoint is index[2]. The data arrival at the endpoint of the critical path is 19230 ps. Per the timing report, the biggest fanout along the worst path comes to 60.

Final layout
The number of fill cells is 31707. In the final layout, the share of cells above drive strength 1 is 18.36%.

The register with the most flip-flops in the layout has 4096 of them. The logic area is 31740 um2. The post-synthesis to final-layout area growth is 14.77%. The sequential cell area in the final layout is 123000 um2.

Timing
Per the timing report, the achievable frequency comes out to 31.26 MHz. Setup repair after global routing left no endpoint under its margin. The hold slack is 12160 ps. The final hold violation count recorded for this run is 0. The worst path uses 50.15% of the clock period.

The headroom to the max-slew limit is -1.418%. The pin slew with the least headroom to its limit is 1517 ps. The final setup TNS is 0 ps. In the final report, the number of endpoints failing setup comes to 0.

The final timing report derives a shortest allowable period of 31990 ps. Counting pins that exceed their max-slew limit in the final report gives 2.

Job
Max-cap violations in this run came to 1. The logs give a warning total of 29.

Global route
The sum of overflow across all layers after global routing is 0. The maximum number of pins on one net before global-route repair is 107. In the global route stage, overall resource usage came out at 31.59%. The number of global-route vias before repair is 99275. The number of antenna violations at the first check in global routing is 49. The global-route wire length before repair is 781.1 mm.

Worst hold path
Hold analysis lists the worst path endpoint as data[73][31]$_DFFE_PP_. The classification of the worst-slack hold path is input pin to flop. The start point of the worst hold path is datain[31]. Along the worst hold path, the cell count comes to 1.

Drt
The first-pass detailed-route iteration total is 25. The detail-routed net length per standard cell is 38.35 um. The count of antenna-violating nets left after detailed routing is 0. The post-detailed-route via-to-cell ratio is 6.388.

The total vias in the final route is 94789. TritonRoute reported its final design rule violation total as 0. In the post-route report, total wirelength is listed as 569.0 mm. The starting DRC count in detailed routing is 8327.

Die
In this run the standard cell core region covers 389400 um2. The vertical die dimension is 627.7 um. Row generation in the floorplan step produced 229 rows.

Before placement the cells fill 40.22% of the core. The area of the chip is 394000 um2. Per the OpenROAD floorplan log, the width of the die is 627.7 um.

During I/O placement, the number of pins put on the boundary was 73.

Clocking
The clock-pin slew of the registers on the worst-case setup and hold paths is 60 ps. The H-tree was split into 5 levels. CTS placed an instance of clkbuf_16 at the clock tree root. The deepest clock path buffer count is 4. The number of buffers created by CTS is 411. Gates resized during post-CTS repair numbered 0.

TritonCTS built the clock tree. Clock tree synthesis found a total of 4096 sinks. The total of hold buffers inserted after clock tree synthesis is 0. Per the repair_timing log after CTS, setup buffers inserted total 0.

Placement
The global placer's final weighted congestion is 0.9894. The count of port buffers added during placement is 72. The half-perimeter wire length after detailed placement is 342.1 mm.
-- worst max path at each step --
stage            end  slack, ps  cells past startpoint
4_1_cts   dataout[4]      32030                     13
5_1_grt   dataout[4]      31860                     13
6_report  dataout[2]      31810                     13
-- cell type report --
class / instances / share of cell area (%)
diodes: 73 / 0.1016
clock buffers: 480 / 5.972
clock inverters: 280 / 1.483
inverters: 7 / 0.02784
multi-input cells: 4092 / 17.66
flip-flops and latches: 4096 / 68.43
well taps: 5197 / 3.618
repair buffers: 614 / 2.709
-- report_power, final --
| part | leakage [nW] | switching, W | internal [W] |
|---|---|---|---|
| clock | 6.57 | 0.00103 | 0.00138 |
| sequential | 36.8 | 0.00000224 | 0.00297 |
| combinational | 11.8 | 0.000279 | 0.0000910 |
| total | 55.2 | 0.00131 | 0.00445 |
-- logic make-up (layout without fill, tap and decap cells) --
| group | after synthesis | after routing | share of synthesized area [%] |
|---|---|---|---|
| AOI/OAI and AO/OA | 2731 | 2731 | 12.87 |
| buffers and inverters | 734 | 1381 | 2.027 |
| DFF | 4096 | 4096 | 78.53 |
| muxes | 476 | 476 | 3.824 |
| other | 0 | 73 | 0 |
| and+or+nand+nor | 885 | 885 | 2.740 |
-- metal layers --
metal	GRT usage [%]	up-vias	routed length (um)
met5	11.25	-	5050
met3	31.65	1450	128500
met4	15.00	103	35650
met1	30.94	46595	159500
li1	-	38216	-
met2	41.69	8425	240400
-- metrics by stage --
| step | util (%) | cells | worst slack [ps] | instance area [um2] |
|---|---|---|---|---|
| after detailed placement | 42.67 | 14006 | 32050 | 166200 |
| after floorplan | - | 8922 | 36200 | 156600 |
| after global placement | 42.65 | 14001 | 31110 | 166100 |
| after global routing | 46.14 | 14812 | 31860 | 179700 |
| final | 46.16 | 14839 | 31810 | 179700 |
| after CTS | 46.11 | 14766 | 32030 | 179600 |
-- placed cells by master (no fill, tap or decap), types with 17 or more instances in the layout --
cell type,n
edfxtp_1,4096
a221oi_1,842
buf_4,562
a22oi_1,468
a21oi_1,424
clkbuf_16,420
o21ai_0,321
mux2_2,277
nand2_1,231
o22ai_1,170
nor2_1,161
nor2_4,128
mux2i_1,127
clkinv_1,102
nor2b_1,100
clkinv_2,99
diode_2,73
mux4_2,70
a221o_1,64
clkbuf_1,60
o221ai_1,49
bufinv_16,45
a222oi_1,44
a22o_1,43
a211oi_1,40
nor3_1,34
clkdlybuf4s50_1,34
o22a_1,31
nand3b_1,31
nand3_1,27
o2bb2ai_1,25
nand2b_1,20
a211o_1,19
a31oi_1,18
o211ai_1,17
clkinvlp_4,17
Power and IR drop assume default switching activity.
