==> ./run.sh <==
#!/bin/bash
# OpenROAD 26Q1-2900-gdf79404cd8, Yosys 0.63+post, stock flow scripts
make -C /OpenROAD-flow-scripts/flow DESIGN_CONFIG=/design/flow/config.mk WORK_HOME=/design/flow/orfs finish
==> ./config.mk <==
export PLATFORM = sky130hd
export DESIGN_NAME = datain_logic
export DESIGN_NICKNAME = datain_logic
export VERILOG_FILES = /design/flow/design.v
export SDC_FILE = /design/flow/constraint.sdc
export NUM_CORES = 4
export LEC_CHECK = 1
export CORE_AREA = 10 10 313 313
export DIE_AREA = 0 0 323 323
==> ./constraint.sdc <==
current_design datain_logic

set clk_period 4.9
set clk_io_pct 0.2

create_clock -name clk0 -period $clk_period

set non_clock_inputs [all_inputs -no_clocks]
set_input_delay [expr $clk_period * $clk_io_pct] -clock clk0 $non_clock_inputs
set_output_delay [expr $clk_period * $clk_io_pct] -clock clk0 [all_outputs]
==> ./design.v <==
package rv32i_types;
typedef enum bit [6:0] {
    op_lui   = 7'b0110111,  
    op_auipc = 7'b0010111,  
    op_jal   = 7'b1101111,  
    op_jalr  = 7'b1100111,  
    op_br    = 7'b1100011,  
    op_load  = 7'b0000011,  
    op_store = 7'b0100011,  
    op_imm   = 7'b0010011,  
    op_reg   = 7'b0110011,  
    op_csr   = 7'b1110011   
} rv32i_opcode;
typedef enum bit [2:0] {
    beq  = 3'b000,
    bne  = 3'b001,
    blt  = 3'b100,
    bge  = 3'b101,
    bltu = 3'b110,
    bgeu = 3'b111
} branch_funct3_t;
typedef enum bit [2:0] {
    lb  = 3'b000,
    lh  = 3'b001,
    lw  = 3'b010,
    lbu = 3'b100,
    lhu = 3'b101
} load_funct3_t;
typedef enum bit [2:0] {
    sb = 3'b000,
    sh = 3'b001,
    sw = 3'b010
} store_funct3_t;
typedef enum bit [2:0] {
    alu_add = 3'b000,
    alu_sll = 3'b001,
    alu_sra = 3'b010,
    alu_sub = 3'b011,
    alu_xor = 3'b100,
    alu_srl = 3'b101,
    alu_or  = 3'b110,
    alu_and = 3'b111
} alu_ops;
typedef struct packed {
	rv32i_opcode opcode;
	logic load_regfile;
	logic alu_input1_mux_sel;
	logic cmp_mux_sel;
	branch_funct3_t cmpop;
	load_funct3_t ldr_op;
	store_funct3_t str_op;
	logic [2:0] alu_input2_mux_sel;
	logic [1:0] regfile_mux_sel;
	logic d_cache_read;
	logic d_cache_write;
	logic jump;
	logic branch;
	alu_ops aluop;
	logic mem_read;
	logic mem_write;
} rv32i_control_word;
typedef logic [31:0] rv32i_word;
typedef logic [4:0] rv32i_reg;
typedef logic [3:0] rv32i_mem_wmask;
endpackage : rv32i_types
module concat32
(
	input [31:0] mem_wdata,
	input [31:0] cache_data,
	input [3:0] byte_enable,
	output logic [31:0] data
);
mux2 #(.width(8)) wdata0
(
	.sel(byte_enable[0]),
	.a(cache_data[7:0]),
	.b(mem_wdata[7:0]),
	.f(data[7:0])
);
mux2 #(.width(8)) wdata1
(
	.sel(byte_enable[1]),
	.a(cache_data[15:8]),
	.b(mem_wdata[15:8]),
	.f(data[15:8])
);
mux2 #(.width(8)) wdata2
(
	.sel(byte_enable[2]),
	.a(cache_data[23:16]),
	.b(mem_wdata[23:16]),
	.f(data[23:16])
);
mux2 #(.width(8)) wdata3
(
	.sel(byte_enable[3]),
	.a(cache_data[31:24]),
	.b(mem_wdata[31:24]),
	.f(data[31:24])
);
endmodule : concat32
module datain_logic(
	input logic hit,
	input [2:0] offset,
	input [3:0] byte_enable,
	input [31:0] mem_wdata,
	input [255:0] cache_data,
	input [255:0] pmem_rdata,
	output [255:0] out
);
logic [31:0] wdata0_out;
logic [31:0] wdata1_out;
logic [31:0] wdata2_out;
logic [31:0] wdata3_out;
logic [31:0] wdata4_out;
logic [31:0] wdata5_out;
logic [31:0] wdata6_out;
logic [31:0] wdata7_out;
mux4 word0
(
	.sel({(~hit),(offset==3'b000)}),
	.a(cache_data[31:0]),
	.b(wdata0_out),
	.c(pmem_rdata[31:0]),
	.d(pmem_rdata[31:0]),
	.f(out[31:0])
);
mux4 word1
(
	.sel({(~hit),(offset==3'b001)}),
	.a(cache_data[63:32]),
	.b(wdata1_out),
	.c(pmem_rdata[63:32]),
	.d(pmem_rdata[63:32]),
	.f(out[63:32])
);
mux4 word2
(
	.sel({(~hit),(offset==3'b010)}),
	.a(cache_data[95:64]),
	.b(wdata2_out),
	.c(pmem_rdata[95:64]),
	.d(pmem_rdata[95:64]),
	.f(out[95:64])
);
mux4 word3
(
	.sel({(~hit),(offset==3'b011)}),
	.a(cache_data[127:96]),
	.b(wdata3_out),
	.c(pmem_rdata[127:96]),
	.d(pmem_rdata[127:96]),
	.f(out[127:96])
);
mux4 word4
(
	.sel({(~hit),(offset==3'b100)}),
	.a(cache_data[159:128]),
	.b(wdata4_out),
	.c(pmem_rdata[159:128]),
	.d(pmem_rdata[159:128]),
	.f(out[159:128])
);
mux4 word5
(
	.sel({(~hit),(offset==3'b101)}),
	.a(cache_data[191:160]),
	.b(wdata5_out),
	.c(pmem_rdata[191:160]),
	.d(pmem_rdata[191:160]),
	.f(out[191:160])
);
mux4 word6
(
	.sel({(~hit),(offset==3'b110)}),
	.a(cache_data[223:192]),
	.b(wdata6_out),
	.c(pmem_rdata[223:192]),
	.d(pmem_rdata[223:192]),
	.f(out[223:192])
);
mux4 word7
(
	.sel({(~hit),(offset==3'b111)}),
	.a(cache_data[255:224]),
	.b(wdata7_out),
	.c(pmem_rdata[255:224]),
	.d(pmem_rdata[255:224]),
	.f(out[255:224])
);
concat32 wdata0
(
	.mem_wdata(mem_wdata),
	.cache_data(cache_data[31:0]),
	.byte_enable(byte_enable),
	.data(wdata0_out)
);
concat32 wdata1
(
	.mem_wdata(mem_wdata),
	.cache_data(cache_data[63:32]),
	.byte_enable(byte_enable),
	.data(wdata1_out)
);
concat32 wdata2
(
	.mem_wdata(mem_wdata),
	.cache_data(cache_data[95:64]),
	.byte_enable(byte_enable),
	.data(wdata2_out)
);
concat32 wdata3
(
	.mem_wdata(mem_wdata),
	.cache_data(cache_data[127:96]),
	.byte_enable(byte_enable),
	.data(wdata3_out)
);
concat32 wdata4
(
	.mem_wdata(mem_wdata),
	.cache_data(cache_data[159:128]),
	.byte_enable(byte_enable),
	.data(wdata4_out)
);
concat32 wdata5
(
	.mem_wdata(mem_wdata),
	.cache_data(cache_data[191:160]),
	.byte_enable(byte_enable),
	.data(wdata5_out)
);
concat32 wdata6
(
	.mem_wdata(mem_wdata),
	.cache_data(cache_data[223:192]),
	.byte_enable(byte_enable),
	.data(wdata6_out)
);
concat32 wdata7
(
	.mem_wdata(mem_wdata),
	.cache_data(cache_data[255:224]),
	.byte_enable(byte_enable),
	.data(wdata7_out)
);
endmodule : datain_logic
module mux2 #(parameter width = 32)
(
	input sel,
	input [width-1:0] a, b,
	output logic [width-1:0] f
);
always_comb
begin
	if (sel == 0)
		f = a;
	else
		f = b;
end
endmodule : mux2
module mux4 #(parameter width = 32)
(
	input [1:0] sel,
	input logic[width-1:0] a, b, c, d,
	output logic [width-1:0] f
);
always_comb
begin
	if (sel == 2'b00)
		f = a;
	else if (sel == 2'b01)
		f = b;
	else if (sel == 2'b10)
		f = c;
	else
		f = d;
end
endmodule : mux4
==> impl_metrics.csv <==
group,metric,value,unit
run_status,outcome,"finished, final reports clean",
critical_path,cp_cell_sequence,"clkdlybuf4s50_1 -> and2b_1 -> a21oi_2 -> a221o_1 -> clkdlybuf4s50_1",
critical_path,critical_path_buf_inv_count,2,
critical_path,slowest_stage,"clkdlybuf4s50_1",
synth,synth.cell_area,5390,um2
pwr,pwr-share-seq,0,
floorplan,die_h,323,um
floorplan,design.die.area,104000,um2
floorplan,core_area,91400,um2
pwr,power_leakage,0.00513,uW
final_layout,final_standard_cell_count_with_taps_included_and_fillers_excluded,2660,
routing,drt_iter0_markers,775,
timing,final.setup.tns,0,ns
global_route,grt_antenna_before_repair,40,
min_path,timing.hold.worst_endpoint,"out[33]",
pwr,clock_power_share,0,
critical_path,cp_data_required_time,3.92,ns
synth,yosysCellCount,710,
synth,synth_warnings,2,
routing,ant_nets,0,
critical_path,crit_path_max_delay_family,"buffers and inverters",
synth,yosysSeqAreaShare,0,
placed_design,io_buffer_count,808,
routing,route.detailed.wl_per_inst,33.8,um
timing,finalCriticalPeriod,4.75,ns
clocking,cts_repair_resize_count,0,
floorplan,fp_util,0.0589,
routing,first_pass_iters,5,
final_layout,layout-area-overhead-vs-synth,178,%
timing,slew-limit-headroom,0.387,
floorplan,rows,111,
critical_path,critical_path_class,"in -> out",
min_path,timing.hold.worst.start,"cache_data[33]",
clocking,postCtsHoldBufs,0,
final_layout,fillerInstances,10300,
synth,postSynthAreaPerCell,7.59,um2
critical_path,arrival,3.77,ns
routing,drc,0,
final_layout,regArea,0,um2
timing,rsz0062_at_grt,"false",
routing,routed_wirelength,90.0,mm
min_path,timing.hold.worst_path_depth,3,
job,tool_warnings,40,
placed_design,gpl.final_weighted_congestion,0.962,
critical_path,worst_path_largest_cell_delay,0.79,ns
routing,num_vias,10300,
synth,synth_top_cell_by_area,"a221o_1",
critical_path,crit_path_end_kind,"output port",
timing,hold_slack,2.70,ns
synth,syn-instance-count,710,
routing,vias_per_cell,3.88,
critical_path,critical_path.max_fanout,12,
global_route,grt_start_max_net_pins,117,
pwr,power_density_of_the_placed_cells,97.2,nW/um2
global_route,grt_overflow,0,
placed_design,dp.cells,2651,
synth,top_area_cell_share,0.455,
global_route,first_pass_grt_wire_length,111,mm
timing,hold_violations,0,
timing,maxClockFrequency,0.211,GHz
final_layout,clockBufferCount,0,
critical_path,critical_path.startpoint_type,"primary input",
timing,worst-slew-pin-transition,0.920,ns
critical_path,cp_common_cell,"clkdlybuf4s50_1",
min_path,hold_path.class,"in -> out",
pwr,p_int,898,uW
floorplan,io_pins,808,
pwr,power_switching,559,uW
global_route,globalRouteTotalUtil,0.163,
timing,period_used_share,0.969,
floorplan,floorplan.die.width,323,um
global_route,first_global_vias,10500,
synth,synth.distinct_cells,28,
pwr,ir_drop,0.0000501,V
clocking,post_cts.repair.setup_buffers,0,
final_layout,fraction_of_layout_cells_with_a_size_suffix_above_1,0.0662,
final_layout,number_of_sequential_cells,0,
pwr,combinational_group_share_of_total_power,1.000,
synth,synth.top_cells.by_area,"a221o_1 46%, nor2b_1 27%, and2_1 3.5%",
job,maxCapViolCount,0,
timing,timing.final.setup_violations,0,
timing,final_max_slew_viol_count,0,
placed_design,final_hpwl_dp,79.2,mm
synth,ys_chip_area,5390,um2
pwr,power.switching_fraction,0.384,
-- stage by stage --
step                      power [uW]   util  worst slack (ns)  cell area, um2
final                           1460  0.164             0.154           15000
after global routing            1540  0.164             0.114           15000
after CTS                       1480  0.164             0.101           15000
after detailed placement        1460  0.164             0.112           15000
after global placement          1470  0.164            0.0563           15000
after floorplan                  347      -              1.97            5390
-- cells in the mapped netlist --
cell	number
a221o_1	245
nor2b_1	234
clkbuf_1	36
buf_2	34
and2_1	30
buf_1	23
nor2_1	17
a31oi_2	13
and3_1	13
a21oi_2	12
a21oi_1	11
mux2i_1	11
and2b_1	4
buf_4	3
buf_6	3
nand2b_1	3
nand4_4	3
a31oi_4	2
and2_0	2
nand2_1	2
nor3_2	2
a31oi_1	1
a41oi_2	1
and2b_2	1
inv_2	1
nor2_2	1
nor2_4	1
nor2b_2	1
-- worst max-delay path by stage --
stage,startpoint,to,slack (ns),cells past startpoint
after global routing,byte_enable[2],out[21],0.11,5
after CTS,byte_enable[1],out[78],0.10,6
final,byte_enable[2],out[48],0.15,5
-- kinds of logic after synthesis --
logic type	after synthesis	share of synthesized area
AND-OR/OR-AND	285	0.527
AND/OR/NAND/NOR	314	0.368
buffers and inverters	100	0.0839
multiplexers	11	0.0204
-- per-layer routing --
metal	vias up	global-route usage	wire [um]
met1	4985	0.227	40600
li1	4394	-	-
met4	26	0.0185	1280
met3	117	0.0563	9220
met5	-	0	165
met2	800	0.246	38700
-- power by group through the flow --
stage	clock, uW	combinational (uW)	sequential [uW]
6_report	0.0000673	1460	0
5_1_grt	0.0000823	1540	0
4_1_cts	0	1480	0
-- final cells by class --
cell class / count / area [um2] / share of cell area
antenna: 9 / 22.5 / 0.00150
inverter: 1 / 3.75 / 0.000250
multi-input combinational: 610 / 4990 / 0.333
tap: 1186 / 1480 / 0.0990
timing repair buffer: 854 / 8490 / 0.566
-- cells in the final DEF (no fill, tap or decap), types with 9 or more instances in the layout --
master and n:
buf_4 43, a221o_1 245, a31oi_2 13, a21oi_1 11, nor2_1 11, diode_2 9
mux2i_1 11, a21oi_2 12, and3_1 13, nor2b_1 234, and2_1 30, clkdlybuf4s50_1 801
No activity file was given, so power comes from the tool's default toggle rates.
