[/design/flow/constraint.sdc]
current_design L2_array

set clk_period 30.5
set clk_io_pct 0.2

create_clock -name clk0 -period $clk_period [get_ports {clk}]

set non_clock_inputs [all_inputs -no_clocks]
set_input_delay [expr $clk_period * $clk_io_pct] -clock clk0 $non_clock_inputs
set_output_delay [expr $clk_period * $clk_io_pct] -clock clk0 [all_outputs]
[/design/flow/design.v]
package rv32i_types;
typedef enum bit [6:0] {
    op_lui   = 7'b0110111,  
    op_auipc = 7'b0010111,  
    op_jal   = 7'b1101111,  
    op_jalr  = 7'b1100111,  
    op_br    = 7'b1100011,  
    op_load  = 7'b0000011,  
    op_store = 7'b0100011,  
    op_imm   = 7'b0010011,  
    op_reg   = 7'b0110011,  
    op_csr   = 7'b1110011   
} rv32i_opcode;
typedef enum bit [2:0] {
    beq  = 3'b000,
    bne  = 3'b001,
    blt  = 3'b100,
    bge  = 3'b101,
    bltu = 3'b110,
    bgeu = 3'b111
} branch_funct3_t;
typedef enum bit [2:0] {
    lb  = 3'b000,
    lh  = 3'b001,
    lw  = 3'b010,
    lbu = 3'b100,
    lhu = 3'b101
} load_funct3_t;
typedef enum bit [2:0] {
    sb = 3'b000,
    sh = 3'b001,
    sw = 3'b010
} store_funct3_t;
typedef enum bit [2:0] {
    alu_add = 3'b000,
    alu_sll = 3'b001,
    alu_sra = 3'b010,
    alu_sub = 3'b011,
    alu_xor = 3'b100,
    alu_srl = 3'b101,
    alu_or  = 3'b110,
    alu_and = 3'b111
} alu_ops;
typedef struct packed {
	rv32i_opcode opcode;
	logic load_regfile;
	logic alu_input1_mux_sel;
	logic cmp_mux_sel;
	branch_funct3_t cmpop;
	load_funct3_t ldr_op;
	store_funct3_t str_op;
	logic [2:0] alu_input2_mux_sel;
	logic [1:0] regfile_mux_sel;
	logic d_cache_read;
	logic d_cache_write;
	logic jump;
	logic branch;
	alu_ops aluop;
	logic mem_read;
	logic mem_write;
} rv32i_control_word;
typedef logic [31:0] rv32i_word;
typedef logic [4:0] rv32i_reg;
typedef logic [3:0] rv32i_mem_wmask;
endpackage : rv32i_types
module L2_array #(parameter width = 256)
(
    input clk,
    input write,
    input [3:0] index,
    input [width-1:0] datain,
    output logic [width-1:0] dataout
);
logic [width-1:0] data [15:0]  ;
initial
begin
    for (int i = 0; i < $size(data); i++)
    begin
        data[i] = 1'b0;
    end
end
always_ff @(posedge clk)
begin
    if (write == 1)
    begin
        data[index] = datain;
    end
end
assign dataout = data[index];
endmodule : L2_array
[/design/flow/config.mk]
export PLATFORM = sky130hd
export DESIGN_NAME = L2_array
export DESIGN_NICKNAME = L2_array
export VERILOG_FILES = /design/flow/design.v
export SDC_FILE = /design/flow/constraint.sdc
export NUM_CORES = 4
export LEC_CHECK = 1
export CORE_UTILIZATION = 50
[/design/flow/run.sh]
#!/bin/bash
# OpenROAD 26Q1-2900-gdf79404cd8, Yosys 0.63+post, stock flow scripts
make -C /OpenROAD-flow-scripts/flow DESIGN_CONFIG=/design/flow/config.mk WORK_HOME=/design/flow/orfs finish
==> run notes <==
### Placement
* **GPL Wtd Cong** 0.788
* **count of placed standard cells including taps** 10640
* **worst slack, placed** 13.11 ns
* **HPWL Detailed** 193 mm
* **number of buffer cells added on primary ports** 517

### Final layout
* **synth-to-layout area growth** 15.7%
* **fraction of final layout cells sized beyond drive strength 1** 25.1%
* **Finished Core Util** 58.3%
* **Final Non-Filler Cells** 11431
* **flip-flop count of the largest register, all copies and words added** 4096

### Floorplan
* **DIE AREA** 308000 sq um
* **standard-cell row count** 202
* **vertical die dimension** 555 um
* **die width** 555 um
* **placeable core region** 303000 sq um
* **ports placed on the boundary** 518
* **starting density of the core** 50.4%

### Global route
* **Most Used Layer, Global Route** met2
* **Congestion Overflow GR** 0
* **routing usage on met1** 35.9%
* **number of antenna violations at the first check in global routing** 105
* **global-route wire length before repair** 528 mm
* **met3 layer usage reported by global route** 21.2%
* **number of global-route vias before repair** 78519
* **met2 layer usage reported by global route** 38.8%
* **pin count of the biggest net entering global routing** 101
* **global routing usage summed across all routing layers** 27.3%

### Yosys
* **most numerous cell in the Yosys netlist** sky130_fd_sc_hd__edfxtp_1
* **number of unique standard cell types used by synthesis** 17
* **leading post-synthesis cells by instance count** sky130_fd_sc_hd__edfxtp_1 (4096), sky130_fd_sc_hd__mux4_2 (1024), sky130_fd_sc_hd__a22oi_1 (512), sky130_fd_sc_hd__nand2_1 (257), sky130_fd_sc_hd__clkbuf_1 (194)
* **yosys stat cell total** 6260
* **top cell type by total area after synthesis** sky130_fd_sc_hd__edfxtp_1
* **post-synthesis area per instance** 24.4 sq um
* **synthesized area** 153000 sq um
* **Largest type area fraction** 80.5%
* **register area share after synthesis** 80.5%
* **Most used DFF post-synth** sky130_fd_sc_hd__edfxtp_1
* **async set-or-reset flop fraction in the synthesized netlist** 0%
* **post-synth tally of flip-flops with integrated enable** 4096
* **Yosys Warn Count** 1
* **number of storage elements in the synthesis netlist** 4096
* **dominant cells by area after synthesis** sky130_fd_sc_hd__edfxtp_1 (81%), sky130_fd_sc_hd__mux4_2 (15%), sky130_fd_sc_hd__a22oi_1 (2.5%), sky130_fd_sc_hd__nand2_1 (0.63%), sky130_fd_sc_hd__clkbuf_1 (0.48%)
* **area reported by Yosys stat** 153000 sq um
* **Post-Synthesis Cells** 6260

### Timing
* **Setup violations, final** 0
* **Final Max Tran Viols** 0
* **portion of the clock cycle consumed by the worst path in the final layout** 56.2%
* **Worst Max-Slew Pin Slew** 0.866 ns
* **worst rel slew slack** 42.3%
* **final count of hold timing violations** 0
* **setup repair after global routing missed its margin** false
* **crit path time final** 17.13 ns
* **TNS Setup** 0 ns
* **fin worst setup slack** 13.37 ns
* **maximum frequency from static timing analysis** 58.4 MHz

### Clock tree
* **total number of clock tree sinks** 4096
* **maximum buffer depth of the clock tree** 4
* **clock transition at the registers of the reported paths** 0.06 ns
* **master cell of the clock root buffer** sky130_fd_sc_hd__clkbuf_16
* **PostCTS Resize Cnt** 0
* **number of hold buffers added after cts** 0
* **buffers inserted during post-CTS setup optimization** 0
* **depth of the CTS H-tree** 5
* **CTS Buf Count** 414
* **TritonCTS clock tree** built

### Hold path
* **worst min-delay path category** primary input to flip-flop

### Pwr
* **Max rail drop VDD** 0.0647 mV
* **static leakage** 55.4 nW
* **pwr/cell area** 67.6 nW/um^2

### Setup path
* **dominant delay contributor by cell family on the critical path** buffers and inverters
* **worst stage delay on the critical path** 0.67 ns
* **cell with the largest stage delay on the worst path** sky130_fd_sc_hd__buf_4
* **Worst setup SP type** primary input
* **highest net fanout along the worst path** 56
* **Crit Path Category** primary input to output pin
* **arrival time at the worst endpoint** 11.03 ns
* **CP Cell Sequence** buf_16 > buf_4 > buf_4 > buf_4 > buf_4 > buf_4 > mux4_2 > a22oi_1 > nand2_1 > clkdlybuf4s50_1
* **category of the worst setup path capture point** output pin
* **crit-path most repeated cell** sky130_fd_sc_hd__buf_4
* **Required @ worst endpoint** 24.40 ns
* **Crit path buffers/inverters** 7

### Route
* **ANT nets after route** 0
* **post-detailed-routing wire length** 363 mm
* **Detailed Route Iter0 Violations** 4654
* **first-pass iteration count of the detailed router** 7
* **total via count in the routed design** 70100
* **routed length per instance** 31.8 um
* **post-detailed-route DRC marker count** 0
* **via density per instance** 6.13

### Flow run
* **number of max-cap violations** 0
* **number of OpenROAD warnings** 29

### Status
* **result of the run** complete, no violations

## cell families (layout without fill, tap and decap cells)
family	Yosys count	after routing	synth area share [%]
DFF	4096	4096	80.5
muxes	1024	1024	15.1
AOI/OAI and AO/OA	512	512	2.52
buffers and inverters	345	1514	1.14
and+or+nand+nor	283	283	0.716
other	0	24	0
## final timing paths
check / depth (start not counted) / to / startpoint
setup / recovery: 10 / dataout[48] / index[0]
hold / removal: 1 / data[6][11]$_DFFE_PP_ / datain[11]
## power breakdown
| group | switching [W] | total, W | leakage, nW | internal (W) |
|---|---|---|---|---|
| logic | 0.000347 | 0.000628 | 11.9 | 0.000281 |
| registers | 0.0000226 | 0.00634 | 37.0 | 0.00631 |
| clock network | 0.00209 | 0.00498 | 6.56 | 0.00289 |
## layout make-up
class / instances / area, sq um
fillers: 20992 / 127000
flip-flops and latches: 4096 / 123000
multi-input cells: 1819 / 28100
clock buffers: 500 / 10800
repair buffers: 747 / 7060
well taps: 3978 / 4980
clock inverters: 267 / 2650
diodes: 24 / 60.1
## routing by layer
layer  wire [um]  vias up
li1            -    28882
met1      112000    35349
met2      174000     5054
met3       65300      689
met4        9830      126
met5        1360        -
## through the flow
step / total power (W) / cell area (sq um) / hold slack [ns]
2_1_floorplan: 0.00679 / 153000 / 6.20
3_3_place_gp: 0.00708 / 163000 / 6.99
3_5_place_dp: 0.00709 / 163000 / 7.01
4_1_cts: 0.0121 / 177000 / 5.97
5_1_grt: 0.0123 / 177000 / 6.05
6_report: 0.0119 / 177000 / 6.06
## layout by cell type (no fill, tap or decap), drive strengths merged
cell type and instances:
nand3 1, nor2b 2, edfxtp 4096, mux4 1024, nand2b 2, inv 11
nor3 4, clkinvlp 15, nor2 13, or3b 1, and2 1, clkinv 198
nand3b 2, a22oi 512, clkbuf 500, nand2 257, buf 232, clkdlybuf4s50 515
diode 24, bufinv 43
Power is estimated from default activity; no workload was simulated.
